File: flow/run.sh
#!/bin/bash
# OpenROAD 26Q1-2900-gdf79404cd8, Yosys 0.63+post, stock flow scripts
make -C /OpenROAD-flow-scripts/flow DESIGN_CONFIG=/design/flow/config.mk WORK_HOME=/design/flow/orfs finish
File: flow/constraint.sdc
current_design frequency_divider

set clk_period 4.4
set clk_io_pct 0.2

create_clock -name clk0 -period $clk_period [get_ports {clk}]

set non_clock_inputs [all_inputs -no_clocks]
set_input_delay [expr $clk_period * $clk_io_pct] -clock clk0 $non_clock_inputs
set_output_delay [expr $clk_period * $clk_io_pct] -clock clk0 [all_outputs]
File: flow/config.mk
export PLATFORM = sky130hd
export DESIGN_NAME = frequency_divider
export DESIGN_NICKNAME = frequency_divider
export VERILOG_FILES = /design/flow/design.v
export SDC_FILE = /design/flow/constraint.sdc
export NUM_CORES = 4
export LEC_CHECK = 1
export CORE_AREA = 10 10 96 96
export DIE_AREA = 0 0 106 106
File: flow/design.v
`timescale 1ns / 1ps
module frequency_divider(
clk_out,  
	clk_ctl,  
	clk,  
	rst_n  
    );
output reg clk_out;  
	output reg [1:0] clk_ctl;  
	input clk;  
	input rst_n;  
	reg [14:0] cnt_l;  
	reg [6:0] cnt_h;  
	reg [25-1:0] cnt_tmp;  
	always @(clk_out or cnt_h or clk_ctl or cnt_l)
		cnt_tmp = {clk_out,cnt_h,clk_ctl,cnt_l} + 1'b1;
	always @(posedge clk or negedge rst_n)
		if (~rst_n) {clk_out, cnt_h, clk_ctl, cnt_l}<=25'd0;
		else {clk_out,cnt_h, clk_ctl, cnt_l}<=cnt_tmp;
endmodule
==> results.txt <==
flow finished, numbers: layout cells sized above 1=10.6%, fp util=15.3%, Port-buffer cells=4, WL/cell=8.35 um, Peak supply drop=0.0000762 V, Worst EP arrival=1180 ps, chip area in the Yosys report=0.00111 mm^2, measured slew at the worst slew-check pin=364 ps, endpoints failing setup=0, Synth area leader=dfrtp_1, Worst Setup Start Kind=register, CTS tree=built, TritonRoute pass-1 iters=3, Starting DRT DRC Count=37, synth warn=1, Mapped Area=0.00111 mm^2, Yosys top cell area share=56.6%, slew margin rel.=75.6%, vias in the first global route=586, setup slack after layout=2340 ps, RSZ-0062 raised after global routing=no, antenna-violating nets left=0, DP HPWL=1200 um, main area contributors=dfrtp_1 (57%), xnor2_1 (12%), xor2_1 (6.3%), register area share after synthesis=56.6%, max-slew violations=0, CTS Buf Count=3, CP top delay family=buffers and inverters, Synth Area per Inst=13.0 um^2, initial antenna violation count=0, quantity of gates resized following cts=0, Log Warnings=25, synthesized instance count=85, cts hold-fix bufs=0, I/O Pins=5, Final Hold Viols=0, Setup TNS Final=0 ps, most common logic cell in the routed design=dfrtp_1, first-pass GRT wire length=2770 um, largest net degree at the start of global routing=26, Post CTS Setup Buffer Count=0, WP buf/inv=1, Clock Skew=2.39 ps, status=finished, final reports clean, Synth Register Bits=25, Root Driver=clkbuf_8, pwr/cell area=277 mW/mm^2, crit path max fanout=6, Cell Type Count=15, Critical Path Max Stage Delay=490 ps, leakage power=0.625 nW, Latency at later pin=260 ps, vias per cell=3.21, # rows=31, worst path cell trace=clkdlybuf4s50_1, Sinks on Clock Net=25, # DRC=0, Worst-path clk slew=80 ps, Die Y=106 um, final period utilization=46.8%, Peak Freq=0.485 GHz, Syn-to-layout area delta=19.6%, kind of critical path=register to output port, min-delay worst type=register to register, post-place setup slack=2620 ps, final worst path period need=2060 ps, crit path max-delay cell type=clkdlybuf4s50_1, Worst setup EP type=output port, Overall Global Routing Usage=2.88%, # diodes=0, WP data required=3520 ps, GRT overflow=0, RePlAce Congestion=0.716, Top cells excl fill/tap=dfrtp_1 (25), xnor2_1 (15), nand3_1 (9), Max H-tree Level=1, die width=106 um, ys cells=85, CORE AREA=0.00721 mm^2, vias post-DR=619, Max Cap Violations=0, clk buf depth=2, Die ar.=0.0112 mm^2, drt total wl=1610 um
## state kept, by name, indices dropped and copies added, names as in the netlist
register and cells:
clk_out 1, cnt_h 7, clk_ctl 2, cnt_l 15
## where the power goes
group          internal (W)  switching, W
combinational    0.00000136    0.00000439
clock             0.0000646     0.0000665
sequential         0.000229             0
total              0.000295     0.0000709
## final timing paths
path                             from    endpoint  slack [ps]  cells past startpoint
max in group asynchronous       rst_n   cnt_l[13]        3190                      2
hold reg to reg               clk_out     clk_out         470                      1
hold / removal                clk_out     clk_out         470                      1
setup reg to reg             cnt_l[0]     clk_out        2840                      5
setup / recovery           clk_ctl[0]  clk_ctl[0]        2340                      1
min in group asynchronous       rst_n    cnt_l[1]         980                      2
## cell type report
cell class                      instances  area [um^2]
Multi-Input combinational cell         58          473
Fill cell                             809         5890
Inverter                                2         7.51
Timing Repair Buffer                    5         47.5
Sequential cell                        25          626
Clock buffer                            4         45.0
Tap cell                               99          124
## cells in the mapped netlist (all sizes together)
cell type,instances
ha,1
xor2,8
xnor2,15
nand2,4
nor2,4
nor4,2
inv,2
dfrtp,25
and3,6
nand4,6
nand3,10
and4,2
## logic make-up (layout without fill, tap and decap cells)
kind of cell,after synthesis,in the layout,synth area share [%]
AND/OR/NAND/NOR,34,34,23.4
flip-flops,25,25,56.6
XOR/XNOR,23,23,18.2
buffers and inverters,2,11,0.679
adder cells (fa/ha/maj),1,1,1.13
## metrics by stage
| stage | hold slack, ps | utilization, % | total power (W) | cells | area, um^2 |
|---|---|---|---|---|---|
| floorplan | 424 | - | 0.000234 | 85 | 1110 |
| global placement | 460 | 17.7 | 0.000240 | 189 | 1280 |
| detailed placement | 465 | 17.7 | 0.000241 | 189 | 1280 |
| CTS | 478 | 18.3 | 0.000373 | 193 | 1320 |
| global route | 493 | 18.3 | 0.000383 | 193 | 1320 |
| finish | 473 | 18.3 | 0.000366 | 193 | 1320 |
## layer usage
layer | vias up | track usage, % | routed length [um]
met1 | 295 | 4.16 | 795
met5 | - | 0 | 0
met3 | 2 | 0.489 | 29
li1 | 319 | - | -
met4 | 0 | 1.26 | 62
met2 | 3 | 4.15 | 723
No activity file was given, so power comes from the tool's default toggle rates.
